[flow/config.mk]
export PLATFORM = sky130hd
export DESIGN_NAME = S2
export DESIGN_NICKNAME = S2
export VERILOG_FILES = /design/flow/design.v
export SDC_FILE = /design/flow/constraint.sdc
export NUM_CORES = 4
export LEC_CHECK = 1
export CORE_AREA = 10 10 114 114
export DIE_AREA = 0 0 124 124
[flow/constraint.sdc]
current_design S2

set clk_period 4.8
set clk_io_pct 0.2

create_clock -name clk0 -period $clk_period [get_ports {clk}]

set non_clock_inputs [all_inputs -no_clocks]
set_input_delay [expr $clk_period * $clk_io_pct] -clock clk0 $non_clock_inputs
set_output_delay [expr $clk_period * $clk_io_pct] -clock clk0 [all_outputs]
[flow/design.v]
module S2(clk,
	  rst,
	  S2_done,
	  RB2_RW,
	  RB2_A,
	  RB2_D,
	  RB2_Q,
	  sen,
	  sd);
input clk, rst;
output reg S2_done; 
output reg RB2_RW;
output reg [2:0] RB2_A;
output reg [17:0] RB2_D;
input [17:0] RB2_Q;
input sen, sd;
reg [1:0] state,next_state;
reg [1:0] cnt_addr_bit;
reg [4:0] cnt_data;
reg [2:0] cnt_package;
always @(posedge clk or posedge rst) begin
	if(rst) state <= 2'b0;
	else state <= next_state;
end
always @(*) begin
	case(state)
		2'b0:begin   
			next_state = 2'b1;
		end
		2'b1:begin  
			next_state = (cnt_addr_bit == 2'b0) ? 2'b10 : 2'b1;
		end
		2'b10:begin  
			next_state = (cnt_data == 5'b0) ? 2'b11 : 2'b10;
		end
		2'b11:begin  
			next_state = (cnt_package == 3'b111) ? 2'b0 : 2'b1; 
		end
	endcase
end
always @(posedge clk or posedge rst) begin
	if(rst) S2_done <= 1'b0;
	else S2_done <= (cnt_package == 3'b111 & state == 2'b11);
end
always @(posedge clk or posedge rst) begin
	if(rst) RB2_RW <= 1'b1;
	else if(state == 2'b10) RB2_RW <= 1'b0;
	else RB2_RW <= 1'b1;
end
always @(posedge clk or posedge rst) begin
	if(rst) begin
		RB2_A <= 3'b0;
	end
	else begin
		RB2_A[cnt_addr_bit] <= (state == 2'b1) ? sd : RB2_A[cnt_addr_bit];
	end
end
always @(posedge clk or posedge rst) begin
	if(rst) begin
		RB2_D <= 18'b0;
	end
	else begin
		RB2_D[cnt_data] <= (state == 2'b10) ? sd : RB2_D[cnt_data];
	end
end
always @(posedge clk or posedge rst) begin
	if(rst) begin
		cnt_package <= 3'b0;
	end
	else begin
		cnt_package <= (state == 2'b11) ? cnt_package + 1'b1 : cnt_package;
	end
end
always @(posedge clk or posedge rst) begin
	if(rst) begin
		cnt_addr_bit <= 2'b10;
	end
	else begin
		cnt_addr_bit <= (state == 2'b1) ? cnt_addr_bit - 1'b1 : 2'b10;
	end
end
always @(posedge clk or posedge rst) begin
	if(rst) begin
		cnt_data <= 5'b10001;
	end
	else begin
		cnt_data <= (state == 2'b10) ? cnt_data - 1'b1 : 5'b10001;
	end
end
endmodule
[flow/run.sh]
#!/bin/bash
# OpenROAD 26Q1-2900-gdf79404cd8, Yosys 0.63+post, stock flow scripts
make -C /OpenROAD-flow-scripts/flow DESIGN_CONFIG=/design/flow/config.mk WORK_HOME=/design/flow/orfs finish
==> flow_summary.json <==
{
  "fmax_ghz": 0.326,
  "synth-edff-count": 0,
  "path_class": "reg -> reg",
  "routabilityCongestion": 0.843,
  "ff2ff_setup_slack_ps": 1730,
  "ioPinCount": 45,
  "worstMarginPinSlew_ps": 692,
  "grt_overflow": 0,
  "syn_area_per_cell_sq_um": 10.4,
  "die-area_sq_mm": 0.0154,
  "synth_area_leader_cell": "dfrtp_1",
  "drv_slew": 0,
  "avgRoutedWirePerCell_um": 12.7,
  "crit_arrival_ps": 3240,
  "cp-end-kind": "register",
  "postLayoutCoreUtil_pct": 23.5,
  "drive_above_1_share_pct": 14.4,
  "antenna_cells": 0,
  "setup_tns_ps": 0,
  "status": "completed",
  "warnings": 48,
  "swShare_pct": 19.0,
  "async_reset_ff_share_pct": 100,
  "max_slew_margin_pct": 53.5,
  "fin_skew_ps": 7.09,
  "cts_max_level": 2,
  "syn_to_final_growth_pct": 26.2,
  "power_frac_clock_pct": 46.3,
  "synth_flop_count": 37,
  "coreArea_sq_mm": 0.0104,
  "crit_family": "flip-flops",
  "peakVddDrop_mv": 0.105,
  "final_cell_mix": "dfrtp_1 (32), clkdlybuf4s50_1 (25), o21ai_0 (19)",
  "cts_buffers": 5,
  "final-setup-viol-count": 0,
  "hold_start": "RB2_A[1]",
  "clkSlewWorstSetupHoldPaths_ps": 70,
  "power_mw": 0.596,
  "syn_inst": 186,
  "ant_nets": 0,
  "postSynthSeqShare_pct": 48.0,
  "layout_min_cycle_time_ps": 3070,
  "fp_util_pct": 18.6,
  "netlist_area_sq_mm": 0.00194,
  "p_switching_mw": 0.113,
  "antenna_found_initial": 0,
  "pwr-share-seq_pct": 52.3,
  "min-delay-path-class": "reg -> reg",
  "ys_types": 43,
  "finalCritPeriodShare_pct": 63.9,
  "synth.top_cell.area_share_pct": 41.2,
  "drv_cap": 0,
  "via_per_inst": 4.04,
  "cts_resized": 0,
  "numPortBuffers": 25,
  "rows": 37,
  "worstPathCellList": "inv_1 -> ha_1 -> nand2b_1 -> nor2_1 -> ha_1 -> inv_1 -> nor3_1 -> a31oi_1 -> nor2_1 -> mux2_4",
  "lay_top_count": "dfrtp_1",
  "grt_pass1_wl_um": 7510,
  "critPathMaxFanout": 20,
  "p_int_mw": 0.483,
  "cts_root_buf": "clkbuf_8",
  "grt_pass1_vias": 1454,
  "powerDensity_mw_per_mm2": 243,
  "cpPeakStageDelay_ps": 800,
  "ff_type": "dfrtp_1",
  "post_cts_buffers": 0,
  "via_count": 1419,
  "required_ps": 4970,
  "dp_hpwl_um": 3290,
  "drt_iter0_markers": 131,
  "leakage_nw": 1.02,
  "cp_slowest_cell": "dfstp_2",
  "netlist_top_cells_area": "dfrtp_1 (41%), dfstp_2 (6.8%), ha_1 (5.8%)",
  "fp.dieW_um": 124,
  "cp-start-kind": "register",
  "cts.sinks": 37,
  "clkLatencyLatePin_ps": 280,
  "cts_tree": "done",
  "rr_startpoint": "cnt_data[0]",
  "ys_area_sq_mm": 0.00194,
  "wl_um": 4480,
  "drc_errors": 0,
  "first_pass_iters": 4,
  "path_buffers": 2,
  "synth_stat.cells": 186,
  "worst_r2r_path_depth": 10,
  "r2r_end": "RB2_D[6]",
  "grt_max_degree": 38,
  "die_h_um": 124,
  "hold_end": "RB2_A[1]",
  "comb_power_share_pct": 1.4,
  "hold_viol": 0,
  "cts_buffer_depth": 2,
  "worstHoldPathCells": 2,
  "yosys_warnings": 1,
  "rsz0062_at_grt": "no",
  "grt_use_total_pct": 5.96,
  "ctsHoldBuffers": 0
}
## how the worst max path moves through the flow
| stage | from | endpoint | slack, ps | depth (start not counted) |
|---|---|---|---|---|
| CTS | cnt_data[0] | RB2_D[12] | 1770 | 9 |
| global route | cnt_data[0] | RB2_D[8] | 1570 | 10 |
| finish | cnt_data[0] | RB2_D[6] | 1730 | 10 |
## per-stage QoR
step / std cells / setup WS (ps) / hold WS (ps) / cell area [sq um]
floorplan: 186 / 2290 / 425 / 1940
global placement: 343 / 1800 / 460 / 2330
detailed placement: 343 / 1810 / 474 / 2330
CTS: 351 / 1770 / 492 / 2450
global route: 351 / 1570 / 513 / 2450
finish: 351 / 1730 / 488 / 2450
## layer usage
layer  vias up  wire (um)  track usage (%)
met3         7        136             1.19
met5         -          0                0
met4         0        136             1.44
li1        715          -                -
met2        16       2180             9.50
met1       681       2020             8.22
## cells by family after synthesis
family	after synthesis	synth area share, %
and+or+nand+nor	51	12.8
AOI/OAI and AO/OA	48	16.4
DFF	37	48.0
buffers and inverters	21	4.90
muxes	17	10.8
adders and majority gates	9	5.80
xor gates and xnor gates	3	1.35
## power by group through the flow
stage	registers [mW]	logic (mW)	clock network, mW
5_1_grt	0.312	0.0102	0.302
6_report	0.312	0.00859	0.276
4_1_cts	0.312	0.00936	0.286
## registers in the layout, indices dropped and copies added, names as in the netlist
register and flops:
RB2_D 18, cnt_data 5, state 4, RB2_A 3, cnt_package 3, cnt_addr_bit 2, RB2_RW 1, S2_done 1
## cell type report
type,instances,area [sq um]
inverter,16,60.1
sequential,37,932
clock inverter,1,30.0
fill,1098,7970
timing repair buffer,26,258
clock buffer,7,86.3
tap,136,170
multi-input combinational,128,915
## tightest hold or removal path, stage by stage (launching register included)
cell and delay (ps):
dfrtp_1 340, nand2_1 50, o21ai_0 60
## Yosys cell counts (3+ instances only)
master     n
nor3_1     3
nor2_1    14
mux2_2     7
mux2i_1    3
nor2b_1    6
o31ai_1    4
nand2_1   15
ha_1       9
inv_1     15
dfstp_2    5
nand2b_1   3
o211ai_1   3
o21ai_0   19
o21ai_1    6
mux2_4     6
dfrtp_1   32
Power figures rest on the tool's default switching activity, not on a simulated workload.
